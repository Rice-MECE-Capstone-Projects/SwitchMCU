### flow/config.mk
export PLATFORM = sky130hd
export DESIGN_NAME = ins_mem
export DESIGN_NICKNAME = ins_mem
export VERILOG_FILES = /design/flow/design.v
export SDC_FILE = /design/flow/constraint.sdc
export NUM_CORES = 4
export LEC_CHECK = 1
export CORE_UTILIZATION = 40
### flow/constraint.sdc
current_design ins_mem

set clk_period 2.6
set clk_io_pct 0.2

create_clock -name clk0 -period $clk_period [get_ports {clk}]

set non_clock_inputs [all_inputs -no_clocks]
set_input_delay [expr $clk_period * $clk_io_pct] -clock clk0 $non_clock_inputs
set_output_delay [expr $clk_period * $clk_io_pct] -clock clk0 [all_outputs]
### flow/design.v
module ins_mem (
    input  wire         clk,
    input  wire         reset,
    input  wire [31:0]  pc_i,
    input  wire         pc_i_valid,  
    output wire          STALL_IF_not_ready_w,  
    output wire          STALL_ID_not_ready_w,  
    output wire [31:0]   instruction_o_w,
    input wire          stall_i_EXEC,    
    input wire          abort_rvalid,
    output wire           data_req_o_w,
    output wire  [31:0]   data_addr_o_w,
    output wire           data_we_o_w,
    output wire  [3:0]    data_be_o_w,
    output wire  [31:0]   data_wdata_o_w,
    input  wire [31:0]  data_rdata_i,
    input  wire         data_rvalid_i,
    input  wire         data_gnt_i
);
    reg          data_req_o;
    reg [31:0]   data_addr_o;
    reg          data_we_o;
    reg [3:0]    data_be_o;
    reg [31:0]   data_wdata_o;
    reg          STALL_IF_not_ready;
    reg          STALL_ID_not_ready;
    reg [31:0]   instruction_o;
    localparam [1:0] S_IDLE         = 2'b00,  
                     S_WAIT_GNT     = 2'b01,  
                     S_WAIT_RVALID  = 2'b10,  
                     S_ABORT_RVALID = 2'b11;  
    reg [1:0] current_state, next_state;
    reg [31:0] pc_decode;
    reg [31:0] current_PC_wating_rvalid, instruction_o_backup;
    reg [31:0] PC_requested;
    assign data_we_o_w      =   32'b0;    
    assign data_be_o_w      =   4'b1111;  
    assign data_wdata_o_w   =   32'b0;    
    assign data_req_o_w     =   data_req_o;
    assign data_addr_o_w    =   data_addr_o;
    assign STALL_IF_not_ready_w = STALL_IF_not_ready;
    assign STALL_ID_not_ready_w = STALL_ID_not_ready;
    assign instruction_o_w      = saved_instruction_from_stall ? instruction_o_backup : instruction_o;  
    wire backup_used;
    assign backup_used = ~stall_i_EXEC && saved_instruction_from_stall;
    wire new_request_from_PC_accept;
    assign new_request_from_PC_accept   = pc_i_valid && (~abort_rvalid) && ~(stall_i_EXEC) && ~stall_i_EXEC;  
    always @(*) begin
        case (current_state)
            S_IDLE: begin  
                instruction_o   <= 32'h00000013;
                if (new_request_from_PC_accept) begin    
                    data_req_o         <= 1'b1;        
                    data_addr_o        <= pc_i;
                    if (data_gnt_i) begin  
                        STALL_IF_not_ready <= 1'b0;
                        STALL_ID_not_ready <= 1'b0;
                        next_state         <= S_WAIT_RVALID;
                    end else begin        
                        STALL_IF_not_ready       <= 1'b1;  
                        STALL_ID_not_ready       <= 1'b0; 
                        next_state               <= S_WAIT_GNT;
                    end 
                end else begin   
                    data_req_o          <= 1'b0;        
                    data_addr_o         <= 32'b0;  
                    STALL_IF_not_ready  <= 1'b0;
                    STALL_ID_not_ready  <= 1'b0;
                    next_state          <= S_IDLE;
            end
            end
            S_WAIT_GNT: begin  
                instruction_o   <= 32'h00000013;
                if (~abort_rvalid) begin  
                    if (~stall_i_EXEC) begin 
                        data_req_o                   <= 1'b1;
                        data_addr_o                  <= pc_i;  
                        if (data_gnt_i) begin 
                            STALL_IF_not_ready       <= 1'b0;
                            STALL_ID_not_ready       <= 1'b0;
                            next_state               <= S_WAIT_RVALID;  
                        end else begin 
                            STALL_IF_not_ready       <= 1'b1;
                            STALL_ID_not_ready       <= 1'b0;
                            next_state               <= S_WAIT_GNT;  
                        end
                    end else begin  
                        data_req_o               <= 1'b0;
                        STALL_IF_not_ready       <= 1'b1;
                        STALL_ID_not_ready       <= 1'b0;
                        data_addr_o              <= 32'h0; 
                        next_state               <= S_WAIT_GNT; 
                    end 
                end else begin  
                    data_req_o               <= 1'b0;
                    STALL_IF_not_ready       <= 1'b0;
                    STALL_ID_not_ready       <= 1'b0;
                    data_addr_o              <= 32'h0;
                    next_state               <= S_IDLE;  
                end 
            end   
            S_WAIT_RVALID: begin
                if (~abort_rvalid) begin 
                    if (data_rvalid_i) begin
                        instruction_o <= data_rdata_i;
                        if (~stall_i_EXEC) begin
                            if (pc_i_valid) begin  
                                data_req_o         <= 1'b1;        
                                data_addr_o        <= pc_i;        
                                if (data_gnt_i) begin
                                    STALL_IF_not_ready <= 1'b0;
                                    STALL_ID_not_ready <= 1'b0;
                                    next_state         <= S_WAIT_RVALID;
                                end 
                                else begin   
                                    STALL_IF_not_ready       <= 1'b1;
                                    STALL_ID_not_ready       <= 1'b0;
                                    next_state               <= S_WAIT_GNT;
                                end 
                            end else begin  
                                STALL_IF_not_ready       <= 1'b0;
                                STALL_ID_not_ready       <= 1'b0;
                                next_state               <= S_IDLE;
                            end
                        end else begin  
                            data_req_o               <=  1'b0;        
                            data_addr_o              <= 32'h0;  
                            STALL_IF_not_ready       <=  1'b1;
                            STALL_ID_not_ready       <=  1'b1;
                            next_state               <= S_IDLE;
                        end
                    end else begin  
                        instruction_o               <= 32'h00000013;
                        data_req_o                  <= 1'b0;
                        data_addr_o                 <= pc_i;        
                        STALL_IF_not_ready          <= 1'b0;
                        STALL_ID_not_ready          <= 1'b1;
                        next_state                  <= S_WAIT_RVALID;
                    end
                end else begin   
                        data_req_o                  <= 1'b0;
                        data_addr_o                 <= 32'h0;
                        instruction_o               <= 32'h00000013;  
                        if (data_rvalid_i) begin
                            STALL_IF_not_ready       <= 1'b0;
                            STALL_ID_not_ready       <= 1'b0;
                            next_state               <= S_IDLE;  
                        end else begin   
                            STALL_IF_not_ready       <= 1'b0;
                            STALL_ID_not_ready       <= 1'b0;  
                            next_state               <= S_ABORT_RVALID;  
                        end                    
                end
            end
            S_ABORT_RVALID: begin
                instruction_o               <= 32'h00000013;  
                if (data_rvalid_i && ~stall_i_EXEC) begin  
                    if (pc_i_valid) begin  
                        data_req_o         <= 1'b1;        
                        data_addr_o        <= pc_i;
                        if (data_gnt_i) begin  
                            STALL_IF_not_ready <= 1'b0;
                            STALL_ID_not_ready <= 1'b0;
                            next_state         <= S_WAIT_RVALID;
                        end else begin        
                            STALL_IF_not_ready       <= 1'b1;  
                            STALL_ID_not_ready       <= 1'b0; 
                            next_state               <= S_WAIT_GNT;
                        end 
                    end else begin   
                        data_req_o          <= 1'b0;        
                        data_addr_o         <= 32'b0;  
                        STALL_IF_not_ready  <= 1'b0;
                        STALL_ID_not_ready  <= 1'b0;
                        next_state          <= S_IDLE;
                    end
                end else begin 
                    data_req_o                  <=  1'b0;
                    data_addr_o                 <= 32'h0;
                    STALL_IF_not_ready          <=  1'b1;
                    STALL_ID_not_ready          <=  1'b0;
                    next_state               <= S_ABORT_RVALID;  
                end
            end
            default: begin
                next_state <= S_IDLE;
            end
        endcase
    end
    reg saved_instruction_from_stall;
    reg prev_cycle_stall_ID;
    always @(posedge clk) begin
            prev_cycle_stall_ID <= STALL_ID_not_ready;  
        if (reset) begin
            current_state        <= S_IDLE;
            instruction_o        <= 32'h00000013;
            instruction_o_backup <= 32'h00000013;
            PC_requested         <= 32'h0;
            saved_instruction_from_stall <= 1'b0; 
        end else begin 
            current_state <= next_state;  
            case(current_state)
            S_WAIT_RVALID: begin
                if (pc_i_valid && stall_i_EXEC && ~abort_rvalid) begin 
                instruction_o_backup         <= data_rdata_i;  
                saved_instruction_from_stall <= 1'b1;  
                end 
            end
        endcase
        if (backup_used) begin 
            instruction_o_backup         <= 32'h00000013;
            saved_instruction_from_stall <= 1'b0; 
        end 
        end
    end
endmodule
### flow/run.sh
#!/bin/bash
# OpenROAD 26Q1-2900-gdf79404cd8, Yosys 0.63+post, stock flow scripts
make -C /OpenROAD-flow-scripts/flow DESIGN_CONFIG=/design/flow/config.mk WORK_HOME=/design/flow/orfs finish
==> results.py <==
# Physical implementation metrics
metrics = {
    "sta": {
        "skew_ps": 9.44,
        "fmaxAchievable_ghz": 0.400,
        "period_minus_slack_ps": 2500,
        "unclocked_regs": 33,
        "rsz0062_at_grt": "no",
        "fin_tns_setup_ps": 0,
        "finalClockPeriodUsage_pct": 96.0,
        "finalMaxSlewViolations": 0,
        "untimed_endpoints": 66,
        "setup_viol": 0,
        "hold_viol": 0,
    },
    "yosys": {
        "ys_area_um2": 2760,
        "ys_ff": 70,
        "ys.flop_type": "dfxtp_1",
        "area_leaders": "dfxtp_1 27%, dlxtn_1 18%, buf_4 10%",
        "yosysWarnings": 65,
        "edf_count": 0,
        "synth_cells": 334,
        "top_area_cell": "dfxtp_1",
        "synth_area_um2": 2760,
        "ys_cells": 334,
        "async_flop_share_pct": 0,
        "top_cell_area_share_pct": 26.8,
        "synth.distinct_cells": 31,
        "syn_area_per_cell_um2": 8.27,
    },
    "place": {
        "dpl.hpwl_mm": 5.00,
        "place_congestion": 0.840,
        "placed_cells": 543,
        "port_buffers": 137,
        "place_area_um2": 4110,
    },
    "flow_run": {
        "maxCapViolCount": 0,
        "warnings": 26,
    },
    "worst_hold_path": {
        "holdPathStages": 2,
        "min_to": "instruction_o_backup[20]",
        "hp-class": "flop to flop",
        "min_from": "instruction_o_backup[20]",
    },
    "clocking": {
        "cts.clk_slew.worst_paths_ps": 70,
        "ctsResizeCount": 3,
        "tritoncts": "built",
        "post-cts-setup-buffers": 0,
        "root_buffer": "clkbuf_8",
        "hold_buffers": 0,
        "cts_max_path_buffers": 2,
        "numCtsBuffers": 5,
        "ctsHtreeMaxLevel": 2,
        "insertion_delay_ps": 280,
    },
    "worst_setup_path": {
        "r2r.worst_path.cells": 5,
        "cp-startpoint": "stall_i_EXEC",
        "timing.rr.end": "current_state[2]",
        "cp_data_arrival_time_ps": 1980,
        "regToRegSetupSlack_ps": 1010,
        "crit_type": "primary input to output port",
        "path_max_fanout": 7,
        "r2r-start": "current_state[2]",
        "worstPathRequired_ps": 2080,
        "start_kind": "primary input",
        "endpoint_kind": "output port",
    },
    "pwr": {
        "power_frac_seq_pct": 45.8,
        "netSwitchingFraction_pct": 20.5,
        "power.leakage_nw": 1.66,
        "totalPowerFinal_mw": 1.31,
        "power_frac_comb_pct": 15.1,
        "internal_power_mw": 1.04,
        "power.switching_mw": 0.267,
        "cellPowerDensity_nw_per_um2": 309,
        "vdd_ir_drop_max_mv": 0.581,
        "clockPowerShare_pct": 39.1,
    },
    "route": {
        "vias": 2483,
        "firstDrtPassIters": 4,
        "m1WireLength_mm": 2.87,
        "ant_nets": 0,
        "routed.top_layer": "met4",
        "drt_iter0_markers": 81,
        "totalWireLength_mm": 6.72,
        "wire_per_inst_um": 12.2,
        "wl_met3_um": 591,
        "wl_met2_mm": 3.15,
        "viasPerCell": 4.51,
        "drc_errors": 0,
        "antenna_cells": 0,
    },
    "floorplan": {
        "die_y_um": 85.1,
        "initCoreUtil_pct": 42.5,
        "num_io_pins": 175,
        "core_um2": 6490,
        "die_w_um": 85.1,
        "core.rowCount": 29,
        "dieArea_um2": 7240,
    },
    "grt": {
        "gr-total-overflow": 0,
        "grt_pass1_vias": 2181,
        "grt_start_max_net_pins": 34,
        "grt_pass1_wl_mm": 10.5,
        "antenna_found_initial": 0,
        "grtUsageTotal_pct": 18.4,
    },
    "layout": {
        "mostFrequentLayoutCells": "135 x clkdlybuf4s50_1, 65 x nand2_1, 39 x a21oi_1",
        "nFillCells": 559,
        "layout.cells.non_filler": 551,
        "layout-drive-gt1-share_pct": 8.65,
        "lay_top_count": "clkdlybuf4s50_1",
        "finalInstanceArea_um2": 4230,
        "area_delta_synth_final_pct": 53.3,
    },
    "status": {
        "outcome": "finished clean",
    },
}
-- stage by stage --
| step | hold slack [ps] | util, % | setup slack (ps) |
|---|---|---|---|
| floorplan | 429 | - | 798 |
| global placement | 437 | 63.2 | -147 |
| detailed placement | 444 | 63.2 | -145 |
| CTS | 454 | 65.1 | 70.3 |
| global route | 468 | 65.2 | 23.1 |
| finish | 451 | 65.2 | 103 |
-- how the worst max path moves through the flow --
stage         cells past startpoint              endpoint  slack (ps)
finish                            5  STALL_ID_not_ready_w         100
global route                      5  STALL_ID_not_ready_w          20
CTS                               5  STALL_ID_not_ready_w          70
-- state kept, by name, indices dropped and copies added (netlist names) --
name	cells
current_state	4
data_addr_o	32
data_req_o	1
instruction_o_backup	32
saved_instruction_from_stall	1
-- Yosys cell counts, types with 2 or more instances --
library cell	n
and2_1	29
dfxtp_1	37
or3_1	2
a21o_1	3
nor2b_2	10
nor3_2	2
nand2b_1	4
conb_1	2
o32ai_1	2
nor3_1	2
buf_6	7
nor2b_1	21
dlxtn_1	33
a21oi_1	39
and2b_1	2
buf_4	37
buf_2	4
o21ai_0	5
nand3_1	5
clkbuf_1	7
nand2_1	65
nor2_1	7
-- power by group through the flow --
stage	sequential, mW	combinational (mW)	clock, mW
4_1_cts	0.598	0.199	0.527
5_1_grt	0.599	0.217	0.552
6_report	0.598	0.198	0.510
-- worst max-delay path: stages --
cell	delay, ps
clkdlybuf4s50_1	480
buf_4	150
and2b_1	210
nor3_2	140
clkdlybuf4s50_1	480
-- cell families (layout without fill, tap and decap cells) --
kind of cell,Yosys count,in the layout,share of synthesized area [%]
AND/OR/NAND/NOR,155,155,30.4
buffers and inverters,57,162,14.9
AND-OR/OR-AND,50,50,9.70
flip-flops,37,37,26.8
latches,33,33,17.9
other,2,37,0.272
-- cell type report --
class	instances	area (µm²)	area share [%]
Multi-Input combinational cell	242	1270	30.0
Inverter	2	7.51	0.177
Clock inverter	1	30.0	0.709
Timing Repair Buffer	152	1510	35.6
Tap cell	77	96.3	2.28
Clock buffer	7	86.3	2.04
Sequential cell	70	1240	29.2
-- per-layer routing --
metal | vias up | GRT usage, %
met1 | 1107 | 25.8
met2 | 103 | 30.0
met4 | 0 | 3.08
met3 | 8 | 5.03
met5 | - | 0
li1 | 1265 | -
Power is estimated from default activity; no workload was simulated.
