<file path="./config.mk">
export PLATFORM = sky130hd
export DESIGN_NAME = data_cache_interface
export DESIGN_NICKNAME = data_cache_interface
export VERILOG_FILES = /design/flow/design.v
export SDC_FILE = /design/flow/constraint.sdc
export NUM_CORES = 4
export LEC_CHECK = 1
export CORE_AREA = 10 10 319 319
export DIE_AREA = 0 0 329 329
</file>
<file path="./constraint.sdc">
current_design data_cache_interface

set clk_period 23.2
set clk_io_pct 0.2

create_clock -name clk0 -period $clk_period [get_ports {clk}]

set non_clock_inputs [all_inputs -no_clocks]
set_input_delay [expr $clk_period * $clk_io_pct] -clock clk0 $non_clock_inputs
set_output_delay [expr $clk_period * $clk_io_pct] -clock clk0 [all_outputs]
</file>
<file path="./design.v">
module data_cache_interface (
    input  wire        clk,
    input  wire        reset,
    input  wire [31:0] cache_mem_addr_block,
    input  wire [31:0] cache_mem_addr,
    input  wire        cache_mem_read,
    input  wire        cache_mem_write,
    input  wire [255:0] cache_mem_wdata_block,
    input  wire [31:0]  cache_miss_mem_wdata,
    output wire [255:0] cache_mem_rdata_array,
    output reg          cache_mem_ready,
    output reg  [31:0] mem_addr,
    output reg         mem_read,
    output reg         mem_write,
    output reg  [31:0] mem_wdata,
    input  wire [31:0] mem_rdata,
    input  wire        mem_valid
);
    localparam IDLE=2'b00, BURST_READ=2'b01, BURST_WRITE=2'b10, SINGLE_WRITE=2'b11;
    reg [1:0] state, next_state;
    reg [2:0] beat_q, beat_d;               
    reg [31:0] base_addr_q;                 
    reg [31:0] req_addr_q;                  
    reg [255:0] read_buffer;
    reg cache_mem_ready_d;
    assign cache_mem_rdata_array = read_buffer;
    wire is_block_write  = cache_mem_write && (cache_mem_wdata_block != 256'b0);
    wire is_single_write = cache_mem_write && (cache_mem_wdata_block == 256'b0);
    always @(posedge clk) begin
        if (reset) begin
            state            <= IDLE;
            beat_q           <= 3'd0;          
            base_addr_q      <= 32'b0;         
            req_addr_q       <= 32'b0;         
            read_buffer      <= 256'b0;
            cache_mem_ready  <= 1'b0;
        end else begin
            state           <= next_state;
            beat_q          <= beat_d;         
            cache_mem_ready <= cache_mem_ready_d;
            req_addr_q <= mem_addr;
            if (state == BURST_READ && mem_valid) begin
                read_buffer[(((req_addr_q - base_addr_q) >> 2) * 32) +: 32] <= mem_rdata;
            end
        end
    end
    always @* begin
        next_state         = state;
        cache_mem_ready_d  = 1'b0;
        mem_addr           = 32'b0;
        mem_read           = 1'b0;
        mem_write          = 1'b0;
        mem_wdata          = 32'b0;
        beat_d             = beat_q;           
        case (state)
            IDLE: begin
                if (cache_mem_read) begin
                    next_state   = BURST_READ;
                    mem_addr     = cache_mem_addr_block;     
                    mem_read     = 1'b1;
                end else if (is_block_write) begin
                    next_state   = BURST_WRITE;
                    mem_addr     = cache_mem_addr_block;
                    mem_write    = 1'b1;
                    mem_wdata    = cache_mem_wdata_block[31:0];
                end else if (is_single_write) begin
                    next_state   = SINGLE_WRITE;
                    mem_addr     = cache_mem_addr;
                    mem_write    = 1'b1;
                    mem_wdata    = cache_miss_mem_wdata;
                end
            end
            BURST_READ: begin
                mem_read = 1'b1;
                mem_addr = base_addr_q + (beat_q << 2);      
                if (mem_valid) begin
                    if (beat_q == 3'd7) begin
                        cache_mem_ready_d = 1'b1;
                        next_state        = IDLE;
                    end else begin
                        beat_d = beat_q + 3'd1;              
                    end
                end
            end
            BURST_WRITE: begin
                mem_write = 1'b1;
                mem_addr  = base_addr_q + (beat_q << 2);     
                mem_wdata = cache_mem_wdata_block[(beat_q*32) +: 32];
                if (mem_valid) begin
                    if (beat_q == 3'd7) begin
                        cache_mem_ready_d = 1'b1;
                        next_state        = IDLE;
                    end else begin
                        beat_d = beat_q + 3'd1;              
                    end
                end
            end
            SINGLE_WRITE: begin
                mem_write = 1'b1;
                mem_addr  = cache_mem_addr;
                mem_wdata = cache_miss_mem_wdata;
                if (mem_valid) begin
                    cache_mem_ready_d = 1'b1;
                    next_state        = IDLE;
                end
            end
        endcase
    end
    always @(posedge clk) begin
        if (reset) begin
            base_addr_q <= 32'b0;
            beat_q      <= 3'd0;
        end else begin
            if (state == IDLE && next_state == BURST_READ) begin
                base_addr_q <= cache_mem_addr_block;
                beat_q      <= 3'd0;
            end else if (state == IDLE && next_state == BURST_WRITE) begin
                base_addr_q <= cache_mem_addr_block;
                beat_q      <= 3'd0;
            end else if (next_state == IDLE) begin
                beat_q      <= 3'd0;
            end
        end
    end
endmodule
</file>
<file path="./run.sh">
#!/bin/bash
# OpenROAD 26Q1-2900-gdf79404cd8, Yosys 0.63+post, stock flow scripts
make -C /OpenROAD-flow-scripts/flow DESIGN_CONFIG=/design/flow/config.mk WORK_HOME=/design/flow/orfs finish
</file>
==> flow_summary.yaml <==
# yosys + openroad results
worst_setup_path:
  timing.rr.end: "read_buffer[231]"
  timing.critical_path.buf_inv: 4
  cp_top_family: "buffers and inverters"
  setup.worst_path.end_class: "primary output"
  worstSetupStartpoint: "cache_mem_wdata_block[20]"
  worst-setup-path-type: "in -> out"
  critical_path.max_fanout: 33
  setup.worst_path.end: "mem_wdata[13]"
  cp_data_arrival_time_ps: 9350
  regToRegStartpoint: "req_addr_q[2]"
  cp_cell_sequence: "clkdlybuf4s50_1 -> nor4_1 -> nand4_1 -> nor4_1 -> nand4_1 -> o31ai_4 -> buf_4 -> buf_4 -> a22o_1 -> clkdlybuf4s50_1"
  reg2regPathDepth: 12
  critPathSlowestCell: "clkdlybuf4s50_1"
  cp_slowest_stage_delay_ps: 730
  ff2ff_setup_slack_ps: 18530
  crit_cells: 10
  element_type_at_the_critical_path_start: "input port"
  required_ps: 18560
grt:
  antenna_found_initial: 18
  largest_net_degree_at_the_start_of_global_routing: 84
  track_usage_pct: 14.90
  grt_overflow: 0
  grt_first_pass_wirelength_um: 110300
  grt_pass1_vias: 13210
job:
  max-cap-violations: 0
  log.warning_count: 25
synthesis:
  syn-cell-area_um2: 13440
  yosys-mux-area-fraction_pct: 19.14
  synthesis.instances: 1337
  main_logic_family_after_synthesis: "simple AND/OR/NAND/NOR gates"
  ys_async_sr_fraction_pct: 0
  ff_type: "dfxtp_1"
  edf_count: 0
  numSynthFlops: 288
  xor_area_share_pct: 0.6518
  number_of_distinct_library_cells_after_synthesis: 58
  yosys_cell_count: 1337
  yosys_warnings: 71
  syn_avg_cell_area_um2: 10.05
  simple_gate_share_pct: 25.30
  fraction_of_the_yosys_area_taken_by_sequential_cells_pct: 42.91
  synth-compound-area-share_pct: 7.030
  synthAdderAreaFrac_pct: 0.09311
  synth.yosys.chip_area_um2: 13440
die:
  io_pins: 712
  die_x_um: 329
  core_area_um2: 94870
  initial_utilization_pct: 14.16
  placementRows: 113
  dieArea_um2: 108200
  die_h_um: 329
pwr:
  total_power_density_per_cell_area_nw_per_um2: 55.11
  vdd_ir_drop_max_v: 0.00004289
  power.leakage_nw: 9.323
final_timing:
  rsz0062_at_grt: "false"
  postLayoutSetupSlackWorst_ps: 9212
  maxClockFrequency_ghz: 0.07149
  final.period_utilization_pct: 60.30
  totalNegativeSetupSlack_ps: 0
  finClkSkew_ps: 21.89
  final_period_minus_worst_setup_slack_ps: 13990
  final-setup-viol-count: 0
  worst_pin_slew_ps: 810.4
  max_slew_margin_vs_limit_pct: 45.97
  timing.final.max_slew_violations: 0
  timing.final.hold_violations: 0
clock_tree:
  buffers_from_clock_root_to_sink_at_most: 3
  cts.sinks: 288
  post_cts_resized: 0
  tritoncts: "built"
  post-cts-setup-buffer-count: 0
  clock-root-buffer: "clkbuf_16"
  numCtsBuffers: 36
  postCtsHoldBufs: 0
  clk_pin_slew_ps: 50
  cts_max_level: 2
  worstSkewPairLatency_ps: 540
cells_and_area:
  layout.cells.most_common_list: "clkdlybuf4s50_1 (710), nand2b_1 (290), dfxtp_1 (288), mux2i_1 (257), nor4_1 (78)"
  post_layout_instance_count_excluding_filler_cells: 3286
  final_layout_size_suffix_gt1_share_pct: 4.816
  final_core_util_pct: 24.12
  finish.instance_area_um2: 22880
  area_growth_from_synthesis_to_final_layout_pct: 70.26
  lay_top_count: "clkdlybuf4s50_1"
run_status:
  outcome: "completed"
route:
  route.antenna.remaining_nets: 0
  wl_per_cell_um: 25.26
  post-route-drc-count: 0
  detail_route.first_pass.iterations: 5
  drt-total-wl_um: 83010
  detail_route.iter0.violations: 669
  via_count: 12650
  viasPerCell: 3.849
placement:
  hpwl_um: 68640
  port_buffers: 711
  dp.cells: 3216
  placement.cell_area_um2: 21690
  gp_routability_congestion: 0.9088
  detailedPlace.worstSlack_ps: 9044
worst_hold_path:
  min_path_type: "reg -> reg"
[layer usage]
layer / wire, um / GRT usage [%] / up-vias
met5: 103 / 0 / -
met4: 3517 / 5.284 / 16
met3: 9150 / 7.147 / 109
met2: 41990 / 26.14 / 550
met1: 28250 / 15.26 / 5915
li1: - / - / 6059
[cell type report]
class | instances | area, um2
repair buffers | 732 | 7276
clock buffers | 52 | 1064
clock inverters | 11 | 111.4
diodes | 7 | 17.52
fillers | 10170 | 71990
multi-input cells | 924 | 7037
well taps | 1265 | 1583
inverters | 7 | 26.28
flip-flops and latches | 288 | 5766
[cell usage after synthesis, types with 4 or more instances]
cell      count  area share [%]
xnor2_1       6            0.39
nor2_1       24            0.67
nor2b_1      28             1.3
nand2_1      21            0.59
or4_1         8            0.45
inv_1         7            0.20
nor4_1       78             3.6
nand2b_1    290              14
buf_6        24             2.0
o21ai_0       8            0.30
mux2i_1     257              19
a22o_1       65             4.2
dfxtp_1     288              43
buf_1        34            0.95
nor3_1       18            0.67
clkbuf_1     57             1.6
nand3_1      13            0.48
nand4_1      23             1.1
nand3_4       8             1.0
a21oi_1       6            0.22
xor2_1        4            0.26
a211oi_1      4            0.22
or3_1         5            0.23
o31ai_1       7            0.39
[sequential cells by signal, indices dropped and copies added, names as in the netlist]
register         flops
read_buffer        256
state                4
req_addr_q          27
cache_mem_ready      1
[worst min path at each step]
stage	start	end	depth (start not counted)
global route	read_buffer[86]	read_buffer[86]	2
finish	read_buffer[222]	read_buffer[222]	2
CTS	read_buffer[222]	read_buffer[222]	2
[power by group]
part           total, mW  internal [mW]  switching, mW
Clock              0.556          0.332          0.225
Sequential         0.503          0.498        0.00562
Combinational      0.201          0.106         0.0946
Total               1.26          0.936          0.325
[metrics by stage]
stage	total power, mW	hold slack, ps
floorplan	0.5795	437.9
global placement	0.7210	460.7
detailed placement	0.7193	465.4
CTS	1.288	476.0
global route	1.315	491.6
finish	1.261	472.0
[worst reg2reg max path: stages, from the launching register on]
cell      delay, ps
dfxtp_1         410
inv_1           180
ha_1            450
nor3b_2         240
buf_4           230
nand2_1         120
or4_1           530
a211oi_1        250
a311o_1         160
and4_1          710
nand3_4         560
buf_4           450
mux2i_1         220
[kinds of logic after synthesis]
| logic type | Yosys count |
|---|---|
| xor gates and xnor gates | 10 |
| DFF | 288 |
| buffers and inverters | 125 |
| adders and majority gates | 1 |
| and+or+nand+nor | 539 |
| muxes | 257 |
| AOI/OAI and AO/OA | 117 |
Power and IR drop assume default switching activity.
