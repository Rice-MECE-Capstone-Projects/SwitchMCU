File: flow/run.sh
#!/bin/bash
# OpenROAD 26Q1-2900-gdf79404cd8, Yosys 0.63+post, stock flow scripts
make -C /OpenROAD-flow-scripts/flow DESIGN_CONFIG=/design/flow/config.mk WORK_HOME=/design/flow/orfs finish
File: flow/design.v
module exu_store_swc (
    hclk                                        ,  
    hrstn                                       ,  
    cycle_cnt                                   ,  
    dec_store_en                                ,  
    dec_sb                                      ,  
    dec_sh                                      ,  
    dec_sw                                      ,  
    dec_imm_type_s                              ,  
    dec_rs1                                     ,  
    dec_rs2                                     ,  
    exu_store_addr                              ,  
    exu_store_data                              ,  
    exu_store_en                                ,  
    exu_store_size                              ,  
    reg_raddr_1                                 ,
    reg_ren_1                                   ,
    reg_rdata_1                                 ,
    reg_raddr_2                                 ,
    reg_ren_2                                   ,
    reg_rdata_2                                 ,
    exu_stall                                   
);
input                                       hclk                ;
input                                       hrstn               ;
input                   [3:0]               cycle_cnt           ;
input                                       dec_store_en        ;
input                                       dec_sb              ;
input                                       dec_sh              ;
input                                       dec_sw              ;
input                   [11:0]              dec_imm_type_s      ;
input                   [4:0]               dec_rs1             ;
input                   [4:0]               dec_rs2             ;
output reg              [31:0]              exu_store_addr      ;
output reg              [31:0]              exu_store_data      ;
output reg                                  exu_store_en        ;
output reg              [1:0]               exu_store_size      ;
inout                   [4:0]               reg_raddr_1         ;  
inout                                       reg_ren_1           ;  
input                   [31:0]              reg_rdata_1         ;  
inout                   [4:0]               reg_raddr_2         ;  
inout                                       reg_ren_2           ;  
input                   [31:0]              reg_rdata_2         ;  
input                                       exu_stall           ;
reg                     [4:0]               mid_reg_raddr_1     ; 
reg                                         mid_reg_ren_1       ;
reg                     [4:0]               mid_reg_raddr_2     ;
reg                                         mid_reg_ren_2       ;
assign reg_raddr_1   = mid_reg_ren_1 ? mid_reg_raddr_1 : 5'b0;  
assign reg_ren_1     = mid_reg_ren_1 ? mid_reg_ren_1   : 1'b0;
assign reg_raddr_2   = mid_reg_ren_2 ? mid_reg_raddr_2 : 5'b0; 
assign reg_ren_2     = mid_reg_ren_2 ? mid_reg_ren_2   : 1'b0; 
always@(posedge hclk or negedge hrstn) begin
    if(!hrstn) begin  
        mid_reg_raddr_1 <= 0;
        mid_reg_ren_1   <= 0;
        mid_reg_raddr_2 <= 0;
        mid_reg_ren_2   <= 0;
    end 
    else if(dec_store_en && !exu_stall)begin
        if(cycle_cnt == 1) begin
            mid_reg_raddr_1 <= dec_rs1;  
            mid_reg_ren_1   <= 1;
            mid_reg_raddr_2 <= dec_rs2;
            mid_reg_ren_2   <= 1;
        end else begin
            mid_reg_raddr_1 <= 0;
            mid_reg_ren_1   <= 0;
            mid_reg_raddr_2 <= 0;
            mid_reg_ren_2   <= 0;
        end
    end 
    else begin
        mid_reg_raddr_1 <= 0;
        mid_reg_ren_1   <= 0;
        mid_reg_raddr_2 <= 0;
        mid_reg_ren_2   <= 0;
    end
end
reg      [31:0]      exu_store_addr_buff        ;
reg      [31:0]      exu_store_data_buff        ;
reg                  exu_store_en_buff          ;
reg      [1:0]       exu_store_size_buff        ;
localparam STORE_BTYE = 0, STORE_HALFWORD = 1, STORE_WORD = 2, STORE_IDLE = 3;
always@(posedge hclk or negedge hrstn) begin
    if(!hrstn) begin
        exu_store_addr_buff <= 0;
        exu_store_data_buff <= 0;
        exu_store_en_buff   <= 0;
        exu_store_size_buff <= STORE_IDLE;
    end else if(dec_store_en && !exu_stall)begin
        if(cycle_cnt == 3)begin
            exu_store_addr_buff <= reg_rdata_1 + {{20{dec_imm_type_s[11]}}, dec_imm_type_s};
            exu_store_data_buff <= dec_sb ? {{24{1'b0}}, reg_rdata_2[ 7:0]} :
                                   dec_sh ? {{16{1'b0}}, reg_rdata_2[15:0]} :  
                                   dec_sw ? reg_rdata_2                     : 
                                   0;
            exu_store_en_buff   <= 1;
            exu_store_size_buff <= dec_sb ? STORE_BTYE      :
                                   dec_sh ? STORE_HALFWORD  :
                                   dec_sw ? STORE_WORD      :
                                   STORE_IDLE;
        end
    end
end
always@(posedge hclk or negedge hrstn) begin
    if(!hrstn) begin
        exu_store_addr      <= 0;
        exu_store_data      <= 0;
        exu_store_en        <= 0;
        exu_store_size      <= STORE_IDLE;
    end 
    else if(cycle_cnt == 4) begin
        exu_store_addr      <= exu_store_addr_buff;
        exu_store_data      <= exu_store_data_buff;
        exu_store_en        <= exu_store_en_buff;
        exu_store_size      <= exu_store_size_buff;  
    end
end
endmodule
File: flow/constraint.sdc
current_design exu_store_swc

set clk_period 1.2
set clk_io_pct 0.2

create_clock -name clk0 -period $clk_period [get_ports {hclk}]

set non_clock_inputs [all_inputs -no_clocks]
set_input_delay [expr $clk_period * $clk_io_pct] -clock clk0 $non_clock_inputs
set_output_delay [expr $clk_period * $clk_io_pct] -clock clk0 [all_outputs]
File: flow/config.mk
export PLATFORM = sky130hd
export DESIGN_NAME = exu_store_swc
export DESIGN_NICKNAME = exu_store_swc
export VERILOG_FILES = /design/flow/design.v
export SDC_FILE = /design/flow/constraint.sdc
export NUM_CORES = 4
export LEC_CHECK = 1
export CORE_UTILIZATION = 50
==> results.yml <==
# synthesis and place-and-route metrics
clock_tree:
  cts.sinks: 145
  clock_path_buffers: 2
  h-tree-depth: 4
  cts_tree: "done"
  numCtsBuffers: 17
  clk_latency_ps: 420
  root_buffer: "clkbuf_16"
  cts.reportedPaths.clkPinSlew_ps: 60
pwr:
  p_clk_share_pct: 32.7
  powerDensity_nw_per_um2: 1350
  p_leak_nw: 5.77
  swShare_pct: 26.2
  pwr-share-comb_pct: 27.6
  power_switching_mw: 4.13
  vdd_drop_max_v: 0.00110
  seqPwrFrac_pct: 39.7
  internal_power_mw: 11.7
  totalPowerFinal_mw: 15.8
placement:
  hpwl_um: 12800
  place_area_um2: 10300
  gp_congestion: 1.01
  numPlacedInstances: 1082
  portBuffers: 163
  pre_cts_ws_ps: -1780
yosys:
  synth-edff-count: 0
  yosysUniqueCellTypes: 58
  ys_chip_area_um2: 7100
  synth_warnings: 1
  largest_area_cell: "dfrtp_1"
  synth.top_cell.area_share_pct: 49.7
  async_reset_ff_share_pct: 100
  synth.area.top_cells: "dfrtp_1 (50%), mux2_2 (11%), ha_1 (5.5%), nand2_1 (4.7%), o21ai_0 (2.4%)"
  syn-instance-count: 649
  ys_ff: 145
  ys_cells: 649
  syn_area_per_cell_um2: 10.9
  ys.flop_type: "dfrtp_1"
  syn_area_um2: 7100
  synth_seq_share_pct: 51.2
setup_path:
  critPathKind: "primary input to register"
  cp_num_buf_inv: 2
  crit_required_ps: 1490
  worst_setup_path_end_kind: "register"
  critPathMostFrequentCell: "buf_6"
  crit_family: "AND-OR/OR-AND gates"
  worstPathCellList: "buf_6 > ha_4 > fa_2 > a21o_1 > a221o_1 > buf_6 > a21oi_4 > o21ai_2 > a31o_2 > a21oi_2 > xor2_1 > o21ai_1"
  path_max_fanout: 2
  cp_slowest_cell: "fa_2"
  crit_path_start_kind: "primary input"
  max_stage_delay_ps: 340
  critPathArrivalTime_ps: 2320
grt:
  grt_pass1_vias: 6325
  met1_usage_pct: 44.6
  grt_max_degree: 47
  grt.total_usage_pct: 29.7
  met2_usage_pct: 45.5
  grt_overflow: 0
  antenna_found_initial: 1
  use_met3_pct: 8.11
  grt_pass1_wl_um: 32500
  gr-max-usage-layer: "met2"
drt:
  drc_errors: 0
  ant_nets: 0
  dr.pass1.iters: 4
  routed-via-count: 6389
  routed_wl_um: 21000
  wl_per_cell_um: 17.8
  antenna_cells: 0
  drt_iter0_markers: 445
  detail_route.vias_per_cell: 5.40
sta:
  slew_violations: 0
  whs_ps: -270
  post-route-period-util_pct: 169
  hold_violations: 29
  rsz0062_at_grt: "yes"
  worstMarginPinSlew_ps: 408
  final.min_clock_period_ps: 2030
  setup_ws_ps: -831
  tns_ps: -20470
  skew_ps: 5.25
  setup_viol: 60
  clock.fmax_ghz: 0.492
  slew_headroom_pct: 72.8
cells_and_area:
  final_layout_size_suffix_gt1_share_pct: 48.6
  finalNonFillerCells: 1183
  area_delta_synth_final_pct: 64.9
  num-fill-cells: 703
  stdcell_area_um2: 11700
  final_core_util_pct: 84.3
floorplanning:
  row_count: 43
  chip_area_um2: 14700
  fp-utilization_pct: 51.1
  coreArea_um2: 13900
  pin_count: 176
  die_h_um: 121
  fp.dieW_um: 121
min_path:
  min_path_type: "primary input to async pin"
status:
  status: "finished, violations left"
  violations: "hold timing, setup timing"
run:
  warning_count: 31
  maxCapViolCount: 0
## state kept, by name, indices dropped and copies added, names as in the netlist
register,flops
exu_store_en,1
exu_store_addr_buff,32
mid_reg_raddr_2,5
exu_store_en_buff,1
exu_store_size_buff,2
exu_store_data_buff,32
mid_reg_raddr_1,5
exu_store_addr,32
exu_store_data,32
exu_store_size,2
reg_ren_1,1
## kinds of logic (layout without fill, tap and decap cells)
kind of cell    Yosys count  after routing  synth area share [%]
mux                      67             67                  10.6
flops                   145            145                  51.2
buf+inv                  41            395                  2.47
fa+ha+maj                32             32                  5.75
compound gates          141            141                  13.3
simple gates            196            196                  13.4
xor+xnor                 27             27                  3.33
## synth_stat cells, drive strengths merged (3+ instances only)
library cell	instances
dfrtp	141
nand2	89
mux2	67
o21ai	43
a21oi	31
ha	31
clkbuf	28
nand3	26
and2	24
nor2	18
a22o	16
a21o	15
xor2	15
nand4	13
xnor2	12
buf	10
nor3	7
o21bai	6
and3	4
dfstp	4
nor2b	4
nor4b	4
o31ai	4
a211oi	3
a31oi	3
inv	3
o211ai	3
o21a	3
## cells in the final DEF, fill, tap and decap left out, types with 4 or more instances in the layout
| master | Yosys | routed |
|---|---|---|
| buf_6 | 1 | 24 |
| xnor2_2 | 0 | 6 |
| a22o_1 | 16 | 16 |
| ha_1 | 31 | 8 |
| nor2b_1 | 4 | 4 |
| nor2_1 | 18 | 16 |
| o21ai_2 | 1 | 6 |
| nor3_1 | 7 | 7 |
| mux2_4 | 0 | 67 |
| and2_4 | 2 | 9 |
| a21oi_2 | 2 | 9 |
| clkbuf_16 | 0 | 19 |
| buf_2 | 5 | 77 |
| nand4_1 | 13 | 13 |
| buf_4 | 1 | 162 |
| nand2_1 | 89 | 88 |
| o21bai_1 | 6 | 6 |
| nor4b_4 | 0 | 4 |
| o21ai_0 | 34 | 15 |
| a21oi_1 | 29 | 17 |
| xnor2_1 | 12 | 6 |
| clkdlybuf4s50_1 | 0 | 59 |
| ha_4 | 0 | 21 |
| clkbuf_2 | 3 | 7 |
| buf_12 | 0 | 14 |
| nand3_1 | 26 | 23 |
| o21ai_1 | 8 | 20 |
| dfstp_2 | 4 | 4 |
| clkinv_2 | 0 | 5 |
| clkdlybuf4s15_2 | 0 | 4 |
| a21oi_4 | 0 | 5 |
| dfrtp_1 | 141 | 140 |
| a21o_1 | 14 | 14 |
| xor2_1 | 15 | 14 |
| and2_1 | 22 | 15 |
## per-layer routing
layer  vias to the layer above  part of all wire (%)
li1                       3003                     -
met1                      3139                    45
met2                       216                    47
met3                        29                   6.7
met4                         2                   1.7
met5                         -                 0.062
## worst register-to-register path, stage by stage, from the launching register on
cell	delay, ps
dfrtp_1	420
buf_4	150
buf_4	120
mux2_4	260
## final timing paths
kind                                   startpoint                       to  slack [ps]  cells after the start
max in group asynchronous                   hrstn  exu_store_data_buff[13]         940                      2
max reg2reg                    exu_store_data[24]       exu_store_data[24]         140                      3
min in group clk0               dec_imm_type_s[0]   exu_store_addr_buff[0]         140                      4
min                                         hrstn       mid_reg_raddr_1[3]        -270                      1
min reg2reg                exu_store_data_buff[7]   exu_store_data_buff[7]         470                      2
max                                reg_rdata_1[0]  exu_store_addr_buff[16]        -830                     12
## what timing repair did
item,CTS,global route
resized,380,70
hold endpoints to repair,29,29
pin swaps,58,48
cloned,3,1
endpoints found under the setup margin,221,110
buffers inserted,56,12
## area by class of cell
class                           count  area, µm²  area share (%)
Tap cell                          180        225            1.92
Timing Repair Buffer              360       3050            26.0
Multi-Input combinational cell    463       4200            35.9
Sequential cell                   145       3630            31.0
Inverter                            3       11.3          0.0962
Clock buffer                       19        453            3.87
Clock inverter                     13        135            1.15
## power groups by stage
stage	sequential [mW]	clock (mW)	combinational, mW
finish	6.28	5.16	4.36
global route	6.37	5.49	4.74
CTS	6.26	5.23	4.13
Power and IR drop assume default switching activity.
