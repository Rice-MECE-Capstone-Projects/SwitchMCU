[flow/config.mk]
export PLATFORM = sky130hd
export DESIGN_NAME = ft_axi_fifo
export DESIGN_NICKNAME = ft_axi_fifo
export VERILOG_FILES = /design/flow/design.v
export SDC_FILE = /design/flow/constraint.sdc
export NUM_CORES = 4
export LEC_CHECK = 1
export CORE_UTILIZATION = 30
[flow/constraint.sdc]
current_design ft_axi_fifo

set clk_period 9.0
set clk_io_pct 0.2

create_clock -name clk0 -period $clk_period [get_ports {s_axis_aclk}]

set non_clock_inputs [all_inputs -no_clocks]
set_input_delay [expr $clk_period * $clk_io_pct] -clock clk0 $non_clock_inputs
set_output_delay [expr $clk_period * $clk_io_pct] -clock clk0 [all_outputs]
[flow/design.v]
module ft_axi_fifo 
   # (
    parameter   TDATA_WIDTH = 64 ,
    parameter   TDATA_BYTES = 8
   ) (
    input  wire s_axis_aclk,
    input  wire s_axis_aresetn,
    output  wire m_axis_aclk,
    output  wire m_axis_aresetn,
    input  wire [TDATA_WIDTH-1:0]  s_axis_tdata,
    input  wire [TDATA_BYTES-1:0]  s_axis_tkeep,
    input  wire        s_axis_tlast,
    output wire        s_axis_tready,
    input  wire        s_axis_tvalid,
    output  wire [TDATA_WIDTH-1:0] m_axis_tdata,
    output  wire [TDATA_BYTES-1:0]  m_axis_tkeep,
    output  wire        m_axis_tlast,
    input   wire        m_axis_tready,
    output  wire        m_axis_tvalid,
    output wire [3:0] leds_4bits_tri_o
);
reg  [TDATA_WIDTH-1:0] module_input, reg_module_output;
wire [TDATA_WIDTH-1:0] module_output;
wire tb_clk;
wire [TDATA_WIDTH-1:0] s_axis_tdata_kept;
reg XOR_reg;
reg s_axis_tready_r, m_axis_tlast_r, m_axis_tvalid_r, OFF_cllk,  enable_next_cycle, reg_tlast;
initial begin 
s_axis_tready_r   <=0;
enable_next_cycle <=0;
m_axis_tlast_r    <=0;
m_axis_tvalid_r   <=0;
reg_tlast         <=0;
XOR_reg           <= 1'b0;
module_input      <= 0;
reg_module_output <=0;
end
genvar i;
generate
    for (i = 0; i < TDATA_BYTES; i = i + 1) begin : gen_active_bytes
        assign s_axis_tdata_kept[i*8 +: 8] = s_axis_tkeep[i] ? s_axis_tdata[i*8 +: 8] : 8'b0;
    end
endgenerate
    add_upper_lower_half_clk #(
        .N(TDATA_WIDTH)
    ) mini_DUT (
        .clk(~tb_clk),
        .rst(1'b0),
        .in_signal( module_input),
        .out_signal(module_output)
    );
    assign tb_clk =   enable_next_cycle & s_axis_aclk;
    assign able_to_process =  ~(enable_next_cycle && (m_axis_tvalid_r && ~m_axis_tready));
    assign m_axis_tdata  = reg_module_output;
    assign m_axis_tkeep  = {TDATA_BYTES{1'b1}};
    assign m_axis_tlast  = m_axis_tlast_r;
    assign s_axis_tready = able_to_process;
    assign m_axis_tvalid = m_axis_tvalid_r;
    always @(posedge s_axis_aclk ) begin
        if (~s_axis_aresetn) begin
            module_input    <= 0;
            XOR_reg         <= 0; 
            m_axis_tlast_r  <= 0;
            m_axis_tvalid_r <= 0;
            OFF_cllk        <= 0;
            reg_module_output <=0;
            enable_next_cycle <= 0; 
        end else begin 
        if (s_axis_tvalid && able_to_process) begin 
            module_input      <= s_axis_tdata_kept;
            reg_tlast         <= s_axis_tlast;
            enable_next_cycle <= 1;        
        end else if (~able_to_process) begin 
            module_input        <= module_input;
            reg_tlast           <= reg_tlast;
            enable_next_cycle   <= enable_next_cycle;        
        end else begin 
            module_input        <= 0;
            reg_tlast           <= 0;
            enable_next_cycle   <= 0;        
        end
        if (enable_next_cycle ) begin 
            if  ( (m_axis_tvalid_r && ~m_axis_tready) ) begin 
            reg_module_output <= reg_module_output;
            m_axis_tlast_r    <= m_axis_tlast_r;
            m_axis_tvalid_r   <= m_axis_tvalid_r;
            end else begin 
            reg_module_output <= module_output;
            m_axis_tlast_r    <= reg_tlast;
            m_axis_tvalid_r   <= 1;            
            end 
        end else if  (((m_axis_tvalid_r && ~m_axis_tready) ) )begin 
            reg_module_output <= reg_module_output;
            m_axis_tlast_r    <= m_axis_tlast_r;
            m_axis_tvalid_r   <= m_axis_tvalid_r;
        end else begin 
            reg_module_output <= 0;
            m_axis_tvalid_r   <= 0;
            m_axis_tlast_r    <= 0;
        end
        end
    XOR_reg <= XOR_reg^s_axis_tlast;
    end
assign leds_4bits_tri_o  = {XOR_reg,XOR_reg,XOR_reg,XOR_reg};
assign m_axis_aclk    = s_axis_aclk;
assign m_axis_aresetn = s_axis_aresetn;
endmodule
module add_upper_lower_half_clk #(
    parameter N = 8  
)(
    input  wire clk,              
    input  wire rst,              
    input  wire [N-1:0] in_signal,   
    output reg  [N-1:0] out_signal   
);
    wire    [N/2:0] sum_half; 
    wire [N/2-1:0] lower_half;
    wire [N/2-1:0] upper_half;
    assign lower_half = in_signal[N/2-1:0];
    assign upper_half = in_signal[N-1:N/2];
    assign sum_half = upper_half + lower_half;
    initial begin 
            out_signal <= 0; 
    end
    always @(posedge clk) begin
        if (rst) begin
            out_signal <= {N{1'b0}};  
        end else begin
            out_signal <= { {(N/2){sum_half[N/2]}}, sum_half[N/2-1:0] }; 
        end
    end
endmodule
[flow/run.sh]
#!/bin/bash
# OpenROAD 26Q1-2900-gdf79404cd8, Yosys 0.63+post, stock flow scripts
make -C /OpenROAD-flow-scripts/flow DESIGN_CONFIG=/design/flow/config.mk WORK_HOME=/design/flow/orfs finish
==> changes_impl.md <==
### Physical design

- Share of cells above drive strength 1: 0.0677
- RSZ-0062 raised after global routing: no
- Drt first pass iters: 4
- Psw: about 0.0003 W
- Synthesized area: ~7000 um2
- DR WL/cell: about 14 um
- DRC viols: 0
- Gr usage total: 0.156
- Final std cells w/o fill: 1258
- I/O pins: between 150 and 200
- Final Max Slew Viols: 0
- Crit path capture type: output port
- Avg Inst Size Synth: between 8 and 9 um2
- Yosys top cell by area: dfxtp_1
- Die H: around 150 um
- Setup tns final: 0 ns
- Async SR Flop Fraction: 0
- DR vias: 5914
- Startpoint Class: clock port
- Library cells used by synthesis: between 50 and 60
- Largest Register: module_input
- P&R area growth vs syn: 31.0%
- Peak supply drop: roughly 0.11 mV
- Dpl ws: approximately 2.1 ns
- Placed Cells: 1216
- Register share after synthesis: 0.386
- Least-Margin Pin Slew: between 0.8 and 0.9 ns
- Final tally of setup violations: 0
- Worst hold path type: reg2gate
- Vias in the first global route: ~5600
- Comb pwr share: 0.097
- Synth Flop Type: dfxtp_1
- PostCTS Resize Cnt: 0
- Count of tool warnings: 26
- Initial antenna violation count: 0
- Final Skew: a little over 0.07 ns
- Antenna cells: 0
- Clock Power Share: 0.521
- IO Port Bufs: between 100 and 150
- Total power: about 0.0014 W
- Yosys chip area: 7020 um2
- Die area: 24000 um2
- Rel. slew slack: 0.432
- Hold buffer count at cts: 7
- Logic area: between 3000 and 4000 um2
- Gate count after technology mapping: 842
- Worst-Skew Late Latency: 0.65 ns
- Row count: roughly 55
- Max reg flops: around 64
- Vias per cell: about 4.7
- Filler cell count: about 2200
- #FFs+latches synth: roughly 140
- Max Cap Viol: 0
- Remaining global-route overflow: 0
- ANT nets after route: 0
- Post-CTS setup buffers: 0
- DRT iter0 DRCs: 315
- Cell Area, Placed: between 8000 and 9000 um2
- Top cells, area: dfxtp_1 38%, a21boi_0 11%, nand3_1 7.7%, nand2_1 6.8%, ha_1 5.7%
- Largest net degree at the start of global routing: 75
- EDFF count, synth: 1
- Clk pin slew, worst setup/hold paths: roughly 0.070 ns
- Final HPWL DP: 12.8 mm
- Switch share: 0.221
- Die x size: approximately 150 um
- Crit path DRT: a little over 7 ns
- Max-area cell share: 0.382
- Final WS setup: 1.39 ns
- Synth warn: 3
- Endpoints failing hold: 0
- Flop pwr share: 0.381
- Pwr dens: around 150 nW/um2
- FP Util: 0.308
- Reg area: roughly 2700 um2
- CTS tree: built
- Final estimated routing congestion in global placement: just under 0.9
- WS Path Type: clk2out
- Leakage power: roughly 3.4 nW
- Largest regs: module_input x64, mini_DUT.out_signal x33, reg_module_output x33
- First-pass GRT wire length: 29.3 mm
- Critical path data arrival time: 5.81 ns
- CP Max Fanout: 2
- Core area: between 20000 and 25000 um2
- Yosys Instances: ~840
- Cell-internal power: ~0.0011 W
- DRT Wirelength: between 15 and 20 mm
- Outcome: complete, no violations
- Final instance area: just over 9000 um2
[synthesized netlist by cell type, types with 4 or more instances]
cell and n:
buf_4 45, nand3_1 108, and2_1 15, nand4_1 7
clkbuf_1 34, o21ai_0 18, ha_1 32, o211ai_1 4
o21ai_1 4, nor4_1 4, nor2_1 37, buf_2 19
dfxtp_1 134, buf_1 4, o21a_1 4, nand2_1 128
a211oi_1 5, o21bai_1 4, a21oi_1 31, a21oi_2 4
xnor2_1 15, xor2_1 9, a21o_1 15, inv_1 8
a21boi_0 102, nor3_1 7
[worst paths after layout]
| check | startpoint | end | slack (ns) | cells past startpoint |
|---|---|---|---|---|
| worst max-delay path | s_axis_aclk | m_axis_aclk | 1.39 | 8 |
| worst min-delay path | enable_next_cycle | clock gate | 0.31 | 8 |
| worst max register to register | module_input[0] | mini_DUT.out_signal[26] | 2.14 | 8 |
| worst min register to register | reg_module_output[10] | reg_module_output[10] | 0.46 | 2 |
| max in group gated | enable_next_cycle | clock gate | 4.12 | 8 |
| min in group clk0 | reg_module_output[10] | reg_module_output[10] | 0.46 | 2 |
[cell families after synthesis]
| logic type | share of synthesized area |
|---|---|
| compound gates | 0.225 |
| xor+xnor | 0.0299 |
| fa+ha+maj | 0.0599 |
| buf+inv | 0.0868 |
| flops | 0.386 |
| mux | 0.00160 |
| other cells | 0.000534 |
| simple gates | 0.210 |
[power by group through the flow]
stage / logic, W / registers, W / clock network (W)
CTS: 0.000136 / 0.000524 / 0.000736
global route: 0.000148 / 0.000526 / 0.000764
finish: 0.000134 / 0.000524 / 0.000717
[area by class of cell]
type                       instances  area share
clock buffer                      30      0.0695
clock inverter                     6     0.00993
inverter                           9     0.00367
multi-input combinational        603       0.406
sequential                       135       0.295
tap                              313      0.0426
timing repair buffer             162       0.174
[per-stage QoR]
stage,hold slack (ns),util
2_1_floorplan,-3.86,-
3_3_place_gp,-3.98,0.369
3_5_place_dp,-3.98,0.369
4_1_cts,0.279,0.404
5_1_grt,0.427,0.404
6_report,0.307,0.404
[layer usage]
metal	GRT usage	wire, um
met2	0.217	7200
met4	0.0311	359
met1	0.248	9330
met5	0	0
met3	0.0349	909
[cells in the final DEF, fill, tap and decap left out, drive strengths merged, types with 4 or more instances in the layout]
master / n
a211oi: 5
a21boi: 102
a21o: 15
a21oi: 37
and2: 15
buf: 8
clkbuf: 29
clkdlybuf4s50: 148
conb: 8
dfxtp: 134
dlygate4sd3: 7
ha: 32
inv: 11
nand2: 128
nand3: 108
nand4: 7
nor2: 38
nor3: 8
nor4: 6
o211ai: 7
o21a: 4
o21ai: 23
o21bai: 4
xnor2: 15
xor2: 9
[critical path, cell delays in order]
cell and delay (ns):
clkbuf_16 0.13, clkbuf_16 0.13, clkbuf_16 0.13, clkbuf_16 0.13, clkbuf_16 0.13, clkbuf_16 0.13, clkbuf_16 0.13, clkdlybuf4s50_1 0.39
Power and IR drop assume default switching activity.
