## ./run.sh

```bash
#!/bin/bash
# OpenROAD 26Q1-2900-gdf79404cd8, Yosys 0.63+post, stock flow scripts
make -C /OpenROAD-flow-scripts/flow DESIGN_CONFIG=/design/flow/config.mk WORK_HOME=/design/flow/orfs finish
```

## ./config.mk

```make
export PLATFORM = sky130hd
export DESIGN_NAME = regfile
export DESIGN_NICKNAME = regfile
export VERILOG_FILES = /design/flow/design.v
export SDC_FILE = /design/flow/constraint.sdc
export NUM_CORES = 4
export LEC_CHECK = 1
export CORE_UTILIZATION = 30
```

## ./constraint.sdc

```tcl
current_design regfile

set clk_period 12.1
set clk_io_pct 0.2

create_clock -name clk0 -period $clk_period [get_ports {clk}]

set non_clock_inputs [all_inputs -no_clocks]
set_input_delay [expr $clk_period * $clk_io_pct] -clock clk0 $non_clock_inputs
set_output_delay [expr $clk_period * $clk_io_pct] -clock clk0 [all_outputs]
```

## ./design.v

```verilog
module regfile(
    input  wire        clk,
    input  wire        reset,
    input  wire [4:0]  rs1_addr,
    input  wire [4:0]  rs2_addr,
    output wire [31:0] rs1_data,
    output wire [31:0] rs2_data,
    input  wire [4:0]  rd_addr,
    input  wire [31:0] rd_data,
    input  wire        we_i
);
    reg [31:0] register_file [0:31];
    assign rs1_data = (rs1_addr != 0) ? register_file[rs1_addr] : 32'b0;
    assign rs2_data = (rs2_addr != 0) ? register_file[rs2_addr] : 32'b0;
    always @(posedge clk) begin
        if (reset) begin
            register_file[1] <= 32'b0;
            register_file[2] <= 32'b0;
        end else if (we_i && (rd_addr != 0)) begin
            register_file[rd_addr] <= rd_data;
        end
    end
endmodule
```

==> out/summary.txt <==
status = finished, final reports clean
Tool Warnings = 26
antenna violations before repair = 7
ys async rst share = 0%
worst path arrival time = 6.45 ns
Seq/Total Area, Yosys = 63.1%
crit path DRT = 9.68 ns
top_reg_cell synth = edfxtp_1
# rows = 146
RSZ-0062 raised after global routing = false
Crit Reg-Reg Startpoint = register_file[2][21]
final setup TNS = 0 ns
GP Congestion = 0.918
clock transition at the registers of the reported paths = 0.05 ns
synthesis-to-finish area growth = 15.8%
PnR Total Power = 7930 uW
Num CTS Buffers = 110
routed len/inst = 32.0 um
Final Critical Period = 8.87 ns
# Post-CTS Setup Buffers = 0
post-synthesis instance area = 48200 um^2
first-pass GRT wire length = 229000 um
max FFs per register = 1024
placed inst area = 52200 um^2
end point of the worst hold path = register_file[2][16]
top-level port count = 114
PortBufs = 113
FP Util = 30.4%
mean post-synth cell area = 17.7 um^2
yosys stat area = 48200 um^2
critical path peak fanout = 49
Ys Warns = 1
Critical Path Max Stage Delay = 0.86 ns
hold_sp = register_file[2][16]
Worst slew margin = 29.1%
register-to-register setup slack = 11.42 ns
Worst Max-Slew Pin Slew = 1.06 ns
Fill cells = 14651
Hold Path Stages = 2
post-synthesis register bit count = 1024
DRC errors left = 0
Post-synth EDFFs = 992
max-cap check violation count = 0
fin crit share = 73.3%
Reg-to-Reg End = register_file[2][21]
max-slew violations = 0
critical path's slowest cell = a211oi_1
worst-case clock buffer depth = 3
Chip Area = 162000 um^2
largest registers = register_file: 1024 flops
Post-CTS Resized = 0
Crit. End Element = output pin
Detailed Place HPWL = 95600 um
CTS tree = yes
vias per std cell = 5.72
area of the core = 159000 um^2
Worst Hold Class = flop to flop
Total GRT Usage = 21.3%
Syn Inst Count = 2727
VDD IR max = 0.130 mV
leakage = 0.0159 uW
pwr dens = 142 nW/um^2
Root Buffer = clkbuf_16
1st-iter DRT viols = 1789
fmax = 113 MHz
clk_skew = 0 ns
htree depth = 3
share of cells above drive strength 1 = 24.5%
Pre-antenna DRT Iters = 7
clock sinks = 1024
die width = 403 um
Yosys cell types = 45
Largest Register = register_file
clk ins delay skew pair = 0.72 ns
Routed Antenna Nets = 0
crit path launch type = primary input
WL final = 162000 um
CTS Hold Bufs = 0
Final setup viols = 0
die height = 403 um
dpl cells = 4848
cell mode on critical path = buf_4
worst path cell trace = buf_6, buf_4, or3b_4, buf_4, o221ai_1, a221oi_1, a211oi_1, clkdlybuf4s50_1
worst r2r path cells = 2
largest net degree at the start of global routing = 82
critical path class = primary input to output pin
Final Instance Area = 55800 um^2
Non-Filler Instances = 5059
total grt overflow = 0
final hold violation count = 0
routed via count = 28945
vias in the first global route = 31541
cell count listed in synth_stat.txt = 2727
-- per-layer routing --
layer | up-vias | wire length, um | track usage [%]
met5 | - | 665 | 2.71
met4 | 28 | 6150 | 6.38
met3 | 380 | 31900 | 19.0
met2 | 2241 | 73000 | 30.9
met1 | 14453 | 50100 | 22.1
li1 | 11843 | - | -
-- layout make-up --
| cell class | count | area [um^2] | share of cell area (%) |
|---|---|---|---|
| Sequential cell | 1024 | 30400 | 54.5 |
| Antenna cell | 2 | 5.00 | 0.00896 |
| Inverter | 4 | 17.5 | 0.0314 |
| Clock buffer | 151 | 3050 | 5.46 |
| Tap cell | 2072 | 2590 | 4.64 |
| Clock inverter | 58 | 574 | 1.03 |
| Timing Repair Buffer | 249 | 2180 | 3.90 |
| Multi-Input combinational cell | 1499 | 17000 | 30.4 |
-- synthesized netlist by cell type, drive strengths merged (2+ instances only) --
cell type	number	area [um^2]
mux2	64	721
nand2	170	638
o221ai	64	561
a221oi	46	415
dfxtp	32	641
nand3b	2	15.0
buf	133	857
edfxtp	992	29800
clkbuf	98	372
a22oi	64	480
o2111ai	18	158
inv	4	15.0
nand3	2	10.0
mux2i	320	3200
and2	34	213
nor2b	39	244
nor2	39	149
nor3	2	10.0
nand4	32	200
a21oi	65	325
o21ai	46	230
a211oi	64	480
mux4	352	8130
nand2b	2	12.5
or3b	2	17.5
a311oi	32	280
-- per-stage QoR --
step,utilization (%),hold WS [ns],setup WS [ns]
6_report,35.1,0.474,3.23
4_1_cts,35.1,0.473,3.34
2_1_floorplan,-,0.443,5.86
3_5_place_dp,32.9,0.465,3.35
5_1_grt,35.1,0.496,3.09
3_3_place_gp,32.9,0.451,3.38
-- kinds of logic after synthesis --
group	after synthesis	synth area share (%)
compound gates	400	6.09
buf+inv	235	2.58
other cells	1	0.00777
mux	736	25.0
flops	1024	63.1
simple gates	331	3.25
-- critical path: cells and delay by family --
family	cells	cell delay, ns
AND-OR/OR-AND	3	1.15
buffers and inverters	4	2.10
AND/OR/NAND/NOR	1	0.69
-- how the worst max path moves through the flow --
| stage | startpoint | end | slack (ns) |
|---|---|---|---|
| 5_1_grt | rs2_addr[1] | rs2_data[2] | 3.09 |
| 6_report | rs2_addr[1] | rs2_data[26] | 3.23 |
| 4_1_cts | rs2_addr[1] | rs2_data[5] | 3.34 |
-- layout by cell type (no fill, tap or decap), types with 5 or more instances in the layout --
master	netlist	layout
nand4_1	32	32
clkbuf_16	0	112
nand2_1	170	170
a311oi_1	32	32
clkbuf_8	0	10
clkinv_1	0	14
a221oi_1	44	44
mux2i_1	320	320
bufinv_16	0	9
clkinv_2	0	24
o2111ai_1	18	18
mux4_2	298	298
nor2_4	0	33
clkdlybuf4s50_1	0	102
clkbuf_1	97	29
o221ai_1	64	64
edfxtp_1	992	992
a22oi_1	64	64
mux4_1	54	54
dfxtp_1	32	32
nor2_1	38	5
and2_1	33	33
mux2_2	64	64
a21oi_1	65	64
conb_1	1	32
a211oi_1	64	64
nor2b_1	39	34
buf_4	50	135
o21ai_0	44	44
-- report_power, final --
part / internal (uW) / total (uW) / switching [uW]
clock network: 1960 / 3360 / 1410
registers: 3920 / 3930 / 17.3
logic: 247 / 636 / 389
Power figures rest on the tool's default switching activity, not on a simulated workload.
